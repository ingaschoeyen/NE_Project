File: design.v
module SLIF_unipolar_multi(i_in, clk, rst, VOUT, i_out);
  input [7:0] i_in;  
  input clk, rst;
  output reg signed [31:0] VOUT;  
  output reg i_out;  
  reg signed [31:0] v = 	32'h00000000;  
  reg signed [31:0] Vth = 	32'h0000fc93;  
  reg signed [31:0] leaky = 32'h00002000;  
  reg signed [31:0] w = 	32'h00002000;  
  integer n;
  reg signed [31:0] a;  
  parameter s0 = 8'h00;
  parameter s1 = 8'h01;
  parameter s2 = 8'h02;
  wire [7:0] p_s;
  reg [7:0] n_s;
  assign p_s = n_s;
  always @(posedge clk or negedge rst)
  begin
      if (!rst)
          n_s <= s0;
      else if (clk)
      begin
          case (p_s)
              s0: begin
                  i_out <= 1'b0;
                  n_s <= s1;
              end
              s1: begin
                  a = 32'h00000000;
                  for (n = 0; n < 8; n++)
                  begin
                      a = a + (i_in[n] * w);
                  end
                  if (a > 0)
                  begin
                      v <= v + a;
                  end
                  else if (v > 0)
                  begin
                      v <= v - leaky;
                      if (v < 0)
                      begin
                          v <= 32'h00000000;
                      end
                  end
                  VOUT <= v;
                  if (v >= Vth)
                  begin
                      n_s <= s2;
                  end
              end
              s2: begin
                  v <= 32'h00000000;
                  VOUT <= 32'h00000000;
                  i_out <= 1'b1;
                  n_s <= s0;
              end
          endcase
      end
  end
endmodule
File: config.mk
export PLATFORM = sky130hd
export DESIGN_NAME = SLIF_unipolar_multi
export DESIGN_NICKNAME = SLIF_unipolar_multi
export VERILOG_FILES = /design/flow/design.v
export SDC_FILE = /design/flow/constraint.sdc
export NUM_CORES = 4
export LEC_CHECK = 1
export CORE_UTILIZATION = 30
File: run.sh
#!/bin/bash
# OpenROAD 26Q1-2900-gdf79404cd8, Yosys 0.63+post, stock flow scripts
make -C /OpenROAD-flow-scripts/flow DESIGN_CONFIG=/design/flow/config.mk WORK_HOME=/design/flow/orfs finish
File: constraint.sdc
current_design SLIF_unipolar_multi

set clk_period 5.3
set clk_io_pct 0.2

create_clock -name clk0 -period $clk_period [get_ports {clk}]

set non_clock_inputs [all_inputs -no_clocks]
set_input_delay [expr $clk_period * $clk_io_pct] -clock clk0 $non_clock_inputs
set_output_delay [expr $clk_period * $clk_io_pct] -clock clk0 [all_outputs]
==> datasheet_impl.txt <==
Physical design parameters

Parameter                              Value

Yosys
  Register share after synthesis .................. a little over half
  Ys cells .................. 335
  Netlist cell types .................. 58
  Mapped Area .................. about 0.0038 mm2
  Number of warnings issued by yosys .................. 1
  Prevailing post-synth register cell .................. sky130_fd_sc_hd__edfxtp_1
  Post-synth area from yosys stat .................. 0.003780 mm2
  Average footprint of a synthesized cell .................. ~11 um2
  Biggest area consumer among synthesized cells .................. sky130_fd_sc_hd__edfxtp_1
  Number of synthesized register bits .................. ~68
  Number of synthesized flops with an enable pin .................. 65
  Cell area leaders .................. sky130_fd_sc_hd__edfxtp_1, sky130_fd_sc_hd__nor2b_1, sky130_fd_sc_hd__ha_1, sky130_fd_sc_hd__fa_1, sky130_fd_sc_hd__a21oi_1
  Number of cells produced by synthesis .................. 335
  Share of the synthesized area in the top cell type .................. 51.64%
  Fraction of registers with async set or reset after synthesis .................. 4.412%

Placement
  Global placer's final weighted congestion .................. 0.8502
  Worst setup timing slack at the placement stage .................. 0.1741 ns
  Post-detailed-placement half-perimeter wirelength .................. 5.300 mm
  Post-detailed-placement cell area .................. 0.004377 mm2
  Count of port buffers added during placement .................. ~42

Final timing
  Hold violation count in the final report .................. 0
  Fin worst setup slack .................. 0.5177 ns
  Clock skew after layout .................. 0.006349 ns
  Slew @ Worst Pin .................. 0.7748 ns
  Max_slew headroom .................. 48.35%
  RSZ-0062 raised after global routing .................. no
  Setup TNS Final .................. 0 ns
  Final cycle utilization of the critical path .................. 90.23%
  Final critical path time including I/O delays and setup .................. 4.782 ns
  Setup Viol. Count Final .................. 0
  FMAX .................. 209.1 MHz
  Final Max Tran Viols .................. 0

Power and ir drop
  Portion of total power attributed to combinational logic .................. between 10% and 20%
  Total leakage power .................. around 1.5 nW
  Worst IR Drop VDD .................. between 0.1 and 0.15 mV
  Power per unit of standard cell area .................. 308.7 mW/mm2
  Fraction of power spent switching nets .................. 25.66%
  Cell internal pwr .................. 1.072 mW
  Clock group share of total power .................. between 40% and 50%
  Pwr Total .................. 1.442 mW
  Power spent charging and discharging nets .................. 370.0 uW
  Part of the total power dissipated in sequential elements .................. 41.4%

Detailed routing
  Total Wirelength .................. 8.039 mm
  First-pass iteration count of the detailed router .................. 4
  Routed wire per std cell .................. 14.56 um
  Total inserted antenna cells .................. 0
  Number of DRC violations after detailed routing .................. 0
  Average vias per placed instance .................. 5.089
  Vias post-DR .................. 2809
  Count of nets left with antenna violations after detail routing .................. 0
  Violation tally from detailed-route iteration zero .................. ~180

Setup path
  Maximum fanout along the worst path .................. 11
  Crit path DRT .................. 5.37 ns
  Type of origin of the critical path .................. primary input
  Slowest stage cell, crit path .................. sky130_fd_sc_hd__fa_1
  Setup crit end kind .................. flip-flop
  Worst Reg2Reg Path Length in Cells .................. 6
  Crit path kind .................. primary input to flip-flop
  Worst EP arrival .................. around 4.9 ns
  Most numerous cell on the critical path .................. sky130_fd_sc_hd__fa_1
  CP cell instances .................. clkdlybuf4s50_1 -> fa_1 -> ha_1 -> fa_1 -> inv_1 -> fa_1 -> inv_1 -> ha_1 -> a21oi_1 -> a2bb2oi_1 -> buf_4 -> nor2_1 -> a311oi_1 -> a21oi_1
  Slowest Stage Delay on Critical Path .................. 0.62 ns

Global routing
  Total routing usage reported by global routing .................. 13.47%
  Number of antenna violations at the first check in global routing .................. 0
  Total grt overflow .................. 0
  Wire length of the first global-routing pass .................. 13.34 mm
  Largest net degree at the start of global routing .................. 35
  Vias in the first global route .................. 2699

Clocking
  Buffers from clock root to sink, at most .................. 2
  CTS H-Tree Depth .................. 3
  CTS Hold Bufs .................. 0
  CTS Buf Count .................. 9
  Buffers inserted during post-CTS setup optimization .................. 0
  CTS root buffer .................. sky130_fd_sc_hd__clkbuf_16
  Resized Gates After CTS .................. 0
  Post-CTS clock slew at the launch and capture registers of the worst setup and hold paths .................. 0.06 ns
  TritonCTS clock tree .................. done
  Clock sinks .................. ~70
  Clock latency on the worst-skew pair .................. 0.33 ns

Cells and area
  Most frequent standard cell in the layout excluding fill and tap cells .................. sky130_fd_sc_hd__edfxtp_1
  Syn-to-layout area delta .................. 23.57%
  Ratio of cells with drive above 1 in the final layout .................. 10.42%
  Most instantiated logic cells after routing .................. sky130_fd_sc_hd__edfxtp_1, sky130_fd_sc_hd__clkdlybuf4s50_1, sky130_fd_sc_hd__nor2b_1
  Cell area after layout .................. 0.004671 mm2

Floorplanning
  Row cnt .................. 40
  Starting Density .................. between 30% and 40%
  Die width .................. 114.2 um
  Top-level I/O count .................. around 43
  Placeable core region .................. 0.01216 mm2
  Area of the die .................. 0.01305 mm2
  Die extent in y .................. between 100 and 150 um

Run
  Max-capacitance violation count .................. 0
  Log Warnings .................. 25

Worst hold path
  Worst hold path stage count .................. 1
  Kind of path behind the tightest hold check .................. flip-flop to flip-flop

Run status
  Result of the run .................. finished clean
[power by group through the flow]
stage	logic (mW)	clock network (mW)	registers [mW]
6_report	0.258	0.587	0.597
5_1_grt	0.291	0.624	0.597
4_1_cts	0.259	0.597	0.597
[registers in the layout, summed over array words and instances (netlist names)]
signal  count
v          32
VOUT       32
i_out       1
n_s         3
[final timing paths]
path	slack [ns]	endpoint	from
worst max-delay path	0.52	v[18]$_SDFFCE_PP0P_	i_in[3]
worst min-delay path	0.51	n_s[1]$_DFF_PN0_	n_s[2]$_DFF_PN0_
worst max register to register	2.65	v[24]$_SDFFCE_PP0P_	v[24]$_SDFFCE_PP0P_
worst min register to register	0.51	n_s[1]$_DFF_PN0_	n_s[2]$_DFF_PN0_
max in group asynchronous	4.11	n_s[0]$_DFF_PN1_	rst
min in group asynchronous	0.94	n_s[1]$_DFF_PN0_	rst
[worst max-delay path: cells and delay by family]
kind                       cells  cell delay, ns
AOI/OAI and AO/OA              4            0.82
adders and majority gates      5            2.10
buffers and inverters          4            0.78
and+or+nand+nor                1            0.08
[cells in the mapped netlist (4+ instances only)]
library cell                n
sky130_fd_sc_hd__and2_1    15
sky130_fd_sc_hd__a31oi_1    8
sky130_fd_sc_hd__fa_1       5
sky130_fd_sc_hd__clkbuf_1  14
sky130_fd_sc_hd__a21oi_1   19
sky130_fd_sc_hd__nand4_1    4
sky130_fd_sc_hd__nand2b_1   4
sky130_fd_sc_hd__o21ai_1    4
sky130_fd_sc_hd__ha_1       9
sky130_fd_sc_hd__nor3_1    17
sky130_fd_sc_hd__nor2b_1   32
sky130_fd_sc_hd__or4_1      5
sky130_fd_sc_hd__nand3_1    5
sky130_fd_sc_hd__o21ai_0    8
sky130_fd_sc_hd__edfxtp_1  65
sky130_fd_sc_hd__o21a_1     4
sky130_fd_sc_hd__nor4_1     9
sky130_fd_sc_hd__nand2_1   16
sky130_fd_sc_hd__xnor2_1    5
sky130_fd_sc_hd__inv_1     11
sky130_fd_sc_hd__nor2_1    21
[area by class of cell]
type | count | area, um2
Clock buffer | 10 | 229.0
Clock inverter | 6 | 65.06
Fill cell | 1168 | 7491
Inverter | 11 | 41.29
Multi-Input combinational cell | 235 | 1587
Sequential cell | 68 | 2028
Tap cell | 168 | 210.2
Timing Repair Buffer | 54 | 510.5
[per-layer routing]
layer  GRT usage [%]  routed length, um
met5               0                  0
met4           2.771                166
met3           3.614                357
met2           19.84               3696
met1           21.06               3818
[cells by family after synthesis]
group / after synthesis / synth area share, %
adder cells (fa/ha/maj): 14 / 5.627
AND-OR/OR-AND: 66 / 11.35
flip-flops: 68 / 53.66
AND/OR/NAND/NOR: 147 / 23.04
multiplexers: 2 / 0.5627
buffers and inverters: 32 / 4.369
XOR/XNOR: 6 / 1.390
[per-stage QoR]
stage	std cells	utilization (%)	hold WS (ns)
2_1_floorplan	335	-	0.4405
3_3_place_gp	536	35.99	0.4893
3_5_place_dp	536	35.99	0.4988
4_1_cts	552	38.41	0.5201
5_1_grt	552	38.41	0.5407
6_report	552	38.41	0.5118
No activity file was given, so power comes from the tool's default toggle rates.
